--- flow/design.v ---
module multAdd4x8(
	input [0:7] a_pq, input [0:7] b_pq, 
	input [0:7] a_rs, input [0:7] b_rs, 
	output [0:16] c_mn
	);
	wire [0:15] ab_pq = a_pq*b_pq;
	wire [0:15] ab_rs = a_rs*b_rs;
	assign c_mn = ab_pq+ab_rs;
endmodule
module matMult4x4x8(
	input [0:7] a_11, input [0:7] b_11, 
	input [0:7] a_12, input [0:7] b_12, 
	input [0:7] a_21, input [0:7] b_21, 
	input [0:7] a_22, input [0:7] b_22, 
	output [0:16] c_11,
	output [0:16] c_12,
	output [0:16] c_21,
	output [0:16] c_22
	);
	multAdd4x8 ma_11 (a_11, b_11, a_12, b_21, c_11);
	multAdd4x8 ma_12 (a_11, b_12, a_12, b_22, c_12);
	multAdd4x8 ma_21 (a_21, b_11, a_22, b_21, c_21);
	multAdd4x8 ma_22 (a_21, b_12, a_22, b_22, c_22);
endmodule
module p_1a(
	input [0:7] a_11, input [0:7] b_11, 
	input [0:7] a_12, input [0:7] b_12, 
	input [0:7] a_21, input [0:7] b_21, 
	input [0:7] a_22, input [0:7] b_22, 
	output [0:16] c_11,
	output [0:16] c_12,
	output [0:16] c_21,
	output [0:16] c_22
	);
	matMult4x4x8 mm4x4x8 (	
		a_11, b_11, a_12, b_12,
		a_21, b_21, a_22, b_22,	
		c_11, c_12, c_21, c_22
		);
endmodule
module p_1b(
	input clk,
	input [0:7] a_11, input [0:7] b_11, 
	input [0:7] a_12, input [0:7] b_12, 
	input [0:7] a_21, input [0:7] b_21, 
	input [0:7] a_22, input [0:7] b_22, 
	output [0:16] c_11,
	output [0:16] c_12,
	output [0:16] c_21,
	output [0:16] c_22
	);
	wire [0:16] w_11, w_12, w_21, w_22;
	reg [0:16] r_11, r_12, r_21, r_22;
	assign c_11 = r_11;
	assign c_12 = r_12;
	assign c_21 = r_21;
	assign c_22 = r_22;
	matMult4x4x8 mm4x4x8 (	
		a_11, b_11, a_12, b_12,
		a_21, b_21, a_22, b_22,	
		w_11, w_12, w_21, w_22
		);
	always @(posedge clk) begin
		r_11 <= w_11;
		r_12 <= w_12;
		r_21 <= w_21;
		r_22 <= w_22;
	end
endmodule
module p_1c(
	input clk, input en, 
	input [0:7] a_11, input [0:7] b_11, 
	input [0:7] a_12, input [0:7] b_12, 
	input [0:7] a_21, input [0:7] b_21, 
	input [0:7] a_22, input [0:7] b_22, 
	output [0:16] c_11,
	output [0:16] c_12,
	output [0:16] c_21,
	output [0:16] c_22
	);
	wire [0:16] w_11, w_12, w_21, w_22;
	reg [0:16] r_11, r_12, r_21, r_22;
	assign c_11 = r_11;
	assign c_12 = r_12;
	assign c_21 = r_21;
	assign c_22 = r_22;
	matMult4x4x8 mm4x4x8 (	
		a_11, b_11, a_12, b_12,
		a_21, b_21, a_22, b_22,	
		w_11, w_12, w_21, w_22
		);
	always @(posedge clk) begin
		if (en) begin
			r_11 <= w_11;
			r_12 <= w_12;
			r_21 <= w_21;
			r_22 <= w_22;
		end
	end
endmodule
module p_1d(
	input clk, input rst, 
	input [0:7] a_11, input [0:7] b_11, 
	input [0:7] a_12, input [0:7] b_12, 
	input [0:7] a_21, input [0:7] b_21, 
	input [0:7] a_22, input [0:7] b_22, 
	output [0:16] c_11,
	output [0:16] c_12,
	output [0:16] c_21,
	output [0:16] c_22
	);
	wire [0:16] w_11, w_12, w_21, w_22;
	reg [0:16] r_11, r_12, r_21, r_22;
	assign c_11 = r_11;
	assign c_12 = r_12;
	assign c_21 = r_21;
	assign c_22 = r_22;
	matMult4x4x8 mm4x4x8 (	
		a_11, b_11, a_12, b_12,
		a_21, b_21, a_22, b_22,	
		w_11, w_12, w_21, w_22
		);
	always @(posedge clk) begin
		if (rst) begin
			r_11 <= 8'b0;
			r_12 <= 8'b0;
			r_21 <= 8'b0;
			r_22 <= 8'b0;
		end
		else begin
			r_11 <= w_11;
			r_12 <= w_12;
			r_21 <= w_21;
			r_22 <= w_22;
		end
	end
endmodule
module p_1e(
	input clk, input rst, 
	input [0:7] a_11, input [0:7] b_11, 
	input [0:7] a_12, input [0:7] b_12, 
	input [0:7] a_21, input [0:7] b_21, 
	input [0:7] a_22, input [0:7] b_22, 
	output [0:16] c_11,
	output [0:16] c_12,
	output [0:16] c_21,
	output [0:16] c_22
	);
	wire [0:16] w_11, w_12, w_21, w_22;
	reg [0:16] r_11, r_12, r_21, r_22;
	assign c_11 = r_11;
	assign c_12 = r_12;
	assign c_21 = r_21;
	assign c_22 = r_22;
	matMult4x4x8 mm4x4x8 (	
		a_11, b_11, a_12, b_12,
		a_21, b_21, a_22, b_22,	
		w_11, w_12, w_21, w_22
		);
	always @(posedge clk or posedge rst) begin
		if (rst) begin
			r_11 <= 8'b0;
			r_12 <= 8'b0;
			r_21 <= 8'b0;
			r_22 <= 8'b0;
		end
		else begin
			r_11 <= w_11;
			r_12 <= w_12;
			r_21 <= w_21;
			r_22 <= w_22;
		end
	end
endmodule
--- flow/run.sh ---
#!/bin/bash
# OpenROAD 26Q1-2900-gdf79404cd8, Yosys 0.63+post, stock flow scripts
make -C /OpenROAD-flow-scripts/flow DESIGN_CONFIG=/design/flow/config.mk WORK_HOME=/design/flow/orfs finish
--- flow/config.mk ---
export PLATFORM = sky130hd
export DESIGN_NAME = p_1c
export DESIGN_NICKNAME = p_1c
export VERILOG_FILES = /design/flow/design.v
export SDC_FILE = /design/flow/constraint.sdc
export NUM_CORES = 4
export LEC_CHECK = 1
export CORE_UTILIZATION = 30
--- flow/constraint.sdc ---
current_design p_1c

set clk_period 13.0
set clk_io_pct 0.2

create_clock -name clk0 -period $clk_period [get_ports {clk}]

set non_clock_inputs [all_inputs -no_clocks]
set_input_delay [expr $clk_period * $clk_io_pct] -clock clk0 $non_clock_inputs
set_output_delay [expr $clk_period * $clk_io_pct] -clock clk0 [all_outputs]
==> impl_metrics.json <==
{
  "hold_ws_ns": 2.68,
  "dp_slack_ns": 4.39,
  "area_growth_pct": 12.3,
  "cts_resized": 0,
  "fmax_ghz": 0.121,
  "grt_pass1_vias": 14700,
  "die_w_microns": 259,
  "critPathMaxFanout": 16,
  "power.density_nw_per_um2": 252,
  "synth.distinct_cells": 43,
  "ys_seq_share_pct": 10.3,
  "ys_cells": 2077,
  "setup_ws_ns": 4.75,
  "final.fill_count": 6513,
  "hold_start": "en",
  "tns_ns": 0,
  "cts_tree": "built",
  "critPathLaunch": "b_11[6]",
  "ys_chip_area_sq_um": 19700,
  "cts.reportedPaths.clkPinSlew_ns": 0.06,
  "grt_max_degree": 41,
  "tightestPinTransition_ns": 0.794,
  "post-cts-setup-buffers": 0,
  "comb_area_sq_um": 15500,
  "fp-row-count": 93,
  "drive_gt1_share_pct": 1.20,
  "startpoint_type": "input pin",
  "stdcell_count": 3018,
  "wl_per_cell_microns": 14.0,
  "layout_min_cycle_time_ns": 8.25,
  "numSynthFlops": 68,
  "slowest_delay_ns": 0.98,
  "fp_util_pct": 30.5,
  "antenna_found_initial": 1,
  "min_path_type": "input pin to flip-flop",
  "post-route-period-util_pct": 63.4,
  "dp.cells": 3004,
  "drtIter0Drc": 483,
  "drc": 0,
  "final_cell_mix": "inv_1, fa_1, and2_1",
  "cts_buffer_depth": 2,
  "status": "finished clean",
  "avgViaCountPerCell": 4.47,
  "crit_path_frequent_cell": "fa_1",
  "grt_pass1_wl_microns": 73000,
  "cts_buffers": 9,
  "vias": 13500,
  "p_leak_nw": 11.1,
  "syn_area_sq_um": 19700,
  "cp.arrival_ns": 8.36,
  "core_area_sq_um": 64700,
  "port_buffers": 133,
  "yosysWarnings": 1,
  "register_area_sq_um": 2040,
  "die_h_microns": 259,
  "hold_buffers": 0,
  "dr.pass1.iters": 5,
  "cap_violations": 0,
  "warning_count": 25,
  "cp-end-kind": "flip-flop",
  "io-pin-count": 134,
  "vdd_ir_drop_max_mv": 0.228,
  "required_ns": 13.12,
  "synth_area_per_cell_sq_um": 9.51,
  "chip_area_sq_um": 66900,
  "rsz0062_at_grt": "false",
  "hold_viol": 0,
  "slew_viol_final": 0,
  "wl_microns": 42200,
  "gr-usage-all-layers_pct": 14.3,
  "power.total_mw": 5.58,
  "clockRootBuffer": "clkbuf_16",
  "slew_headroom_pct": 46.9,
  "worst-setup-path-type": "input pin to flip-flop",
  "clock-sinks": 68,
  "routabilityCongestion": 0.830,
  "dp_hpwl_microns": 35500,
  "ant_nets": 0,
  "layout_top_cell": "inv_1",
  "grt_overflow_total": 0,
  "path_cells": "clkdlybuf4s50_1, nand2_1, fa_1, fa_1, inv_1, fa_1, fa_1, fa_1, inv_1, fa_1, inv_1, ha_1, nor3_1, o211ai_1, a41oi_2, o21ai_0, a21oi_1, xnor2_1",
  "cp_slowest_cell": "clkdlybuf4s50_1",
  "htree_levels": 3,
  "setup_viol": 0,
  "syn_inst": 2077
}
==> logic make-up (layout without fill, tap and decap cells) <==
| kind of cell | count (synthesis) | after routing | synth area share (%) |
|---|---|---|---|
| adders and majority gates | 648 | 648 | 55.8 |
| buffers and inverters | 598 | 683 | 11.4 |
| DFF | 68 | 68 | 10.3 |
| AOI/OAI and AO/OA | 134 | 134 | 4.69 |
| other | 0 | 1 | 0 |
| and+or+nand+nor | 576 | 576 | 15.4 |
| xor gates and xnor gates | 53 | 53 | 2.35 |
==> per-layer routing <==
layer / vias up / wire (microns) / part of all wire [%] / global-route usage [%]
met2: 371 / 20200 / 48 / 22.8
met3: 21 / 3460 / 8.2 / 5.44
met4: 2 / 337 / 0.80 / 1.04
li1: 6336 / - / - / -
met5: - / 12 / 0.028 / 0.570
met1: 6763 / 18200 / 43 / 19.8
==> where the power goes <==
group / total (mW) / internal, mW / switching, mW / leakage [nW]
logic: 4.73 / 2.17 / 2.56 / 10.4
registers: 0.636 / 0.609 / 0.0273 / 0.664
clock network: 0.218 / 0.126 / 0.0919 / 0.116
==> registers in the layout, summed over array words and instances, names as in the netlist <==
register / cells
r_11: 17
r_12: 17
r_21: 17
r_22: 17
==> path summary, 6_finish.rpt <==
kind | end | slack [ns] | depth (start not counted)
worst max-delay path | r_11[0] | 4.75 | 18
worst min-delay path | r_22[10] | 2.68 | 1
==> stage by stage <==
step	cell area, sq um	utilization, %
6_report	22200	34.3
3_3_place_gp	21900	33.9
4_1_cts	22200	34.3
5_1_grt	22200	34.3
2_1_floorplan	19700	-
3_5_place_dp	21900	33.9
==> synth_stat cells (all sizes together) <==
library cell	n	share of area (%)
a2111oi	1	0.14
a211oi	11	0.53
a21boi	1	0.038
a21o	20	0.77
a21oi	42	1.1
a221oi	2	0.12
a31o	1	0.044
a31oi	1	0.032
a41oi	1	0.082
and2	336	11
clkbuf	64	1.2
edfxtp	68	10
fa	388	39
ha	260	16
inv	534	10
nand2	194	3.7
nand2b	4	0.13
nand3	9	0.23
nand4	1	0.032
nor2	22	0.42
nor2b	2	0.063
nor3	6	0.18
o211ai	3	0.11
o21a	10	0.38
o21ai	24	0.61
o21bai	10	0.38
o221ai	1	0.044
o22ai	1	0.032
o311a	1	0.11
o31ai	3	0.14
o41ai	1	0.044
or2	1	0.032
or3	1	0.032
xnor2	36	1.6
xor2	17	0.75
==> worst max-delay path, delay by kind of cell <==
kind	cells	cell delay, ns
adders and majority gates	7	3.21
and+or+nand+nor	2	0.47
buffers and inverters	4	1.12
AOI/OAI and AO/OA	4	0.88
xor gates and xnor gates	1	0.08
==> area by class of cell <==
type	count	area share, %
multi-input combinational	1411	69.7
sequential	68	9.21
inverter	534	9.04
timing repair buffer	136	6.10
tap	855	4.83
clock buffer	13	1.08
antenna	1	0.0113
Power and IR drop assume default switching activity.
